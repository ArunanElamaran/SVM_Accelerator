==> ./design.v <==
module svm (clk, rst, x0, x1, label);
    localparam INT_BITS = 5;
    localparam FRAC_BITS = 2;
    localparam SIZE = INT_BITS + FRAC_BITS;
    input logic clk;
    input logic rst;
    input logic signed [SIZE-1:0] x0;
    input logic signed [SIZE-1:0] x1;
    output logic label;
    logic signed [SIZE*2-1:0] val1;
    logic signed [SIZE*2-1:0] val2;
    logic signed [SIZE*2-1:0] val3;
    logic signed [SIZE*2:0] val5;
    logic signed [SIZE*2+1:0] val6;
    always_comb begin
        val6 = val5 + val3;
    end
    always_ff @(posedge clk) begin
        if (rst) begin
            label <= 1'b0;
        end
        else begin
            val1 <= 7'sb0000111 * x0;  
            val2 <= 7'sb1111000 * x1;  
            val3 <= {{INT_BITS{1'b1}}, 7'sb1110010, {FRAC_BITS{1'b0}}};  
            val5 <= val1 + val2;
            label <= val6[SIZE*2] ? 1'b0 : 1'b1;
        end
    end
endmodule
==> ./run.sh <==
#!/bin/bash
# OpenROAD 26Q1-2900-gdf79404cd8, Yosys 0.63+post, stock flow scripts
make -C /OpenROAD-flow-scripts/flow DESIGN_CONFIG=/design/flow/config.mk WORK_HOME=/design/flow/orfs finish
==> ./config.mk <==
export PLATFORM = sky130hd
export DESIGN_NAME = svm
export DESIGN_NICKNAME = svm
export VERILOG_FILES = /design/flow/design.v
export SDC_FILE = /design/flow/constraint.sdc
export NUM_CORES = 4
export LEC_CHECK = 1
export CORE_UTILIZATION = 30
==> ./constraint.sdc <==
current_design svm

set clk_period 6.1
set clk_io_pct 0.2

create_clock -name clk0 -period $clk_period [get_ports {clk}]

set non_clock_inputs [all_inputs -no_clocks]
set_input_delay [expr $clk_period * $clk_io_pct] -clock clk0 $non_clock_inputs
set_output_delay [expr $clk_period * $clk_io_pct] -clock clk0 [all_outputs]
==> impl_metrics.tcl <==
# yosys + openroad results
set metrics [dict create \
    ys_top_cells_by_area "edfxtp_1, ha_1, xnor2_1" \
    dp_hpwl_mm 2.29 \
    syn_inst 173 \
    rows 30 \
    via_per_inst 4.60 \
    setup_violations 0 \
    yosysWarnings 1 \
    cts_resized 0 \
    root_buffer "clkbuf_8" \
    relSlewSlack_pct 47.5 \
    grt_antenna_before_repair 0 \
    core_um2 6760 \
    io_pins 17 \
    num_vias 1279 \
    diodes 0 \
    comb_area_um2 1070 \
    cpPeakStageDelay_ns 0.51 \
    fp.dieArea_um2 7290 \
    top_layer "met4" \
    crit_chain "clkdlybuf4s50_1 -> ha_1 -> fa_1 -> fa_1 -> a21o_1 -> a221o_1 -> o21a_1 -> o21ai_2 -> xnor2_1" \
    cp-end-kind "register" \
    grt_pass1_wl_mm 5.19 \
    stdcell_area_um2 2430 \
    status "finished, final reports clean" \
    h-tree-depth 2 \
    top_area_share_pct 44.7 \
    clk_path_buf_depth 2 \
    openroad.warnings 27 \
    ant_nets 0 \
    clock_latency_ns 0.27 \
    hold_violations 0 \
    cp_slowest_cell "clkdlybuf4s50_1" \
    final_cell_mix "edfxtp_1, ha_1, inv_1, a21oi_1" \
    die_h_um 85.4 \
    ir_worst_vdd_uv 76.6 \
    met1_length_mm 1.27 \
    timing.rr.start "val1[3]" \
    ys.flops 32 \
    overflow 0 \
    final_layout_size_suffix_gt1_share_pct 6.57 \
    min_from "val5[14]" \
    cts_setup_buffers 0 \
    nFillCells 651 \
    path_class "in2reg" \
    cts_hold_buf 0 \
    drc 0 \
    die_w_um 85.4 \
    fin_skew_ns 0.00516 \
    leakagePower_nw 0.993 \
    ys_seq_share_pct 45.6 \
    hp-class "reg2reg" \
    required_ns 6.12 \
    syn-cell-area_um2 2080 \
    top_area_cell "edfxtp_1" \
    fp_util_pct 30.9 \
    slew_violations 0 \
    rsz0062_at_grt "false" \
    power-per-cell-area_nw_per_um2 292 \
    cts.reportedPaths.clkPinSlew_ns 0.06 \
    cp_num_buf_inv 1 \
    crit_top_cell "fa_1" \
    power_mw 0.710 \
    gp_congestion 0.826 \
    cts_made_buffers 5 \
    final.period_utilization_pct 63.3 \
    wl_mm 2.85 \
    synth_cell_types 35 \
    cap_viol_max_count 0 \
    io_buffers 16 \
    seq_area_um2 951 \
    drt_iter0_drc 61 \
    fmax_mhz 259 \
    synth.avg_cell_area_um2 12.0 \
    wl_per_cell_um 10.2 \
    yosys-stat-cells 173 \
    met2_length_mm 1.40 \
    track_usage_pct 9.34 \
    cts_tree "built" \
    arrival_ns 3.89 \
    fin_crit_ns 3.86 \
    cp_max_fo 3 \
    cp_top_family "adder cells" \
    tightest_slew_ns 0.781 \
    syn_to_final_growth_pct 16.7 \
    dpl_cell_area_um2 2350 \
    dr_wl_met3_um 127 \
    grt_start_max_net_pins 32 \
    startpoint "x0[2]" \
    grt_pass1_vias 1253 \
    tns_ns 0 \
    yosys-stat-area_um2 2080 \
    cts.sinks 32 \
    worst_setup_path_start_kind "input pin" \
    firstDrtPassIters 4 \
    layout_top_cell "edfxtp_1" \
]
layout make-up:
class                      count  area share, %
clock buffer                   7           3.14
clock inverter                 1          0.206
inverter                      18           2.78
multi-input combinational    123           43.8
sequential                    32           39.1
tap                           80           4.11
timing repair buffer          17           6.89
per-stage QoR:
stage	hold slack (ns)	worst slack, ns	utilization (%)	cells
after global placement	0.491	1.96	34.8	270
final	0.506	2.24	36.0	278
after floorplan	0.480	2.51	-	173
after detailed placement	0.498	1.94	34.8	270
after CTS	0.514	2.23	36.0	278
after global routing	0.533	2.12	36.0	278
flip-flops by register name (all words and copies together) (netlist names):
name	flops
val1	8
val5	12
val2	11
label	1
synthesized netlist by cell type (all sizes together):
library cell	number
a21o	5
a21oi	19
a221o	1
a221oi	1
a311o	1
a31o	1
and2	1
and3	3
and4b	1
dfxtp	1
edfxtp	31
fa	6
ha	26
inv	18
mux2i	1
nand2	5
nand3	3
nand3b	1
nand4b	1
nor2	6
nor2b	3
nor3	2
nor4	3
o211ai	1
o21a	2
o21ai	2
o21bai	2
o22ai	1
o31a	1
or2	1
xnor2	16
xor2	7
cells by family (layout without fill, tap and decap cells):
group / Yosys count / count (layout) / share of synthesized area (%)
compound gates: 37 / 37 / 11.8
xor+xnor: 23 / 23 / 9.66
fa+ha+maj: 32 / 32 / 21.4
buf+inv: 18 / 43 / 3.24
flops: 32 / 32 / 45.6
mux: 1 / 1 / 0.480
simple gates: 30 / 30 / 7.80
report_power, final:
group          switching, mW  internal (mW)
Sequential            0.0155          0.310
Clock                 0.0671         0.0797
Combinational          0.119          0.119
Total                  0.201          0.509
routing by layer:
metal	vias to the layer above	global-route usage, %
met5	-	0
li1	675	-
met3	5	1.97
met4	0	1.36
met1	575	13.3
met2	24	15.8
worst register-to-register path, stage by stage, from the launching register on:
cell,delay [ns]
edfxtp_1,0.38
ha_1,0.24
fa_1,0.41
a21o_1,0.22
a221oi_2,0.33
o21ai_1,0.13
a21oi_1,0.18
xnor2_1,0.08
final timing paths:
kind	end	slack, ns	cells past startpoint
worst min register to register	label	0.51	2
worst min-delay path	label	0.51	2
worst max register to register	val5[13]	3.88	7
worst max-delay path	val1[12]	2.24	9
Power and IR drop assume default switching activity.
