--- flow/run.sh ---
#!/bin/bash
# OpenROAD 26Q1-2900-gdf79404cd8, Yosys 0.63+post, stock flow scripts
make -C /OpenROAD-flow-scripts/flow DESIGN_CONFIG=/design/flow/config.mk WORK_HOME=/design/flow/orfs finish
--- flow/design.v ---
module ram_out(
    input logic clk,
    input logic wr_en,
    input logic [4:0] ram_addr,
    input logic [29:0] data_in,
    output logic [29:0] data_out
);
    reg [29:0] mem [31:0]  ;
    always @(posedge clk) begin
        if (wr_en == 1'b1) begin
            mem[ram_addr] <= data_in;  
        end
        data_out <= mem[ram_addr];  
    end
endmodule
--- flow/config.mk ---
export PLATFORM = sky130hd
export DESIGN_NAME = ram_out
export DESIGN_NICKNAME = ram_out
export VERILOG_FILES = /design/flow/design.v
export SDC_FILE = /design/flow/constraint.sdc
export NUM_CORES = 4
export LEC_CHECK = 1
export CORE_UTILIZATION = 50
--- flow/constraint.sdc ---
current_design ram_out

set clk_period 4.2
set clk_io_pct 0.2

create_clock -name clk0 -period $clk_period [get_ports {clk}]

set non_clock_inputs [all_inputs -no_clocks]
set_input_delay [expr $clk_period * $clk_io_pct] -clock clk0 $non_clock_inputs
set_output_delay [expr $clk_period * $clk_io_pct] -clock clk0 [all_outputs]
==> flow_metrics.env <==
# implementation run metrics
export IMPL_status="finished with violations"
export IMPL_failed_checks="DRC"
export IMPL_worstPathArrival_ns=4.19
export IMPL_worstPathMaxFanout=24
export IMPL_dr_pass1_iters=49
export IMPL_num_rows=99
export IMPL_wl_met3_um=13750
export IMPL_syn2layout_area_growth_pct=16.33
export IMPL_ys_flops=990
export IMPL_fin_cells=3188
export IMPL_crit_type="in -> reg"
export IMPL_place_area_sq_mm=0.03996
export IMPL_wl_per_cell_um=29.40
export IMPL_place_gp_congestion=0.8897
export IMPL_route_antenna_diode_count=0
export IMPL_combGateArea_sq_mm=0.007437
export IMPL_antenna_found_initial=3
export IMPL_fillers=5165
export IMPL_placed_cells=3007
export IMPL_clockRootBuffer="clkbuf_16"
export IMPL_ys_area_sq_mm=0.03712
export IMPL_finalClockPeriodUsage=0.8881
export IMPL_postSynthAreaPerCell_sq_um=18.82
export IMPL_cp_slowest_stage_delay_ns=1.05
export IMPL_peakVddDrop_mv=0.3643
export IMPL_cpMaxStageDelayCell="nor4_1"
export IMPL_hold_class="reg -> reg"
export IMPL_grt_max_degree=94
export IMPL_postCtsSetupRepairBufs=0
export IMPL_h_tree_depth=3
export IMPL_yosys_warnings=1
export IMPL_syn_area_sq_mm=0.03712
export IMPL_drtIter0Drc=1211
export IMPL_hold_buffers=0
export IMPL_worst_slew_pin_slew_ns=1.287
export IMPL_core_sq_mm=0.07321
export IMPL_slew_viol_final=0
export IMPL_tritoncts="built"
export IMPL_gr_total_overflow=0
export IMPL_grt_use_total=0.2857
export IMPL_cts_resized=0
export IMPL_io_buffers=66
export IMPL_async_reset_ff_frac=0
export IMPL_clock_sinks=990
export IMPL_flop_area_sq_mm=0.02943
export IMPL_path_buffers=2
export IMPL_drive_gt1_frac=0.1377
export IMPL_maxCapViolations=0
export IMPL_hold_violations=0
export IMPL_remaining_drc_errors=14
export IMPL_max_freq_ghz=0.2681
export IMPL_drt_vias_per_instance=5.998
export IMPL_wl_met1_um=31910
export IMPL_grt_pass1_wl_um=135400
export IMPL_end_kind="flop"
export IMPL_clock_skew_final_ns=0.02278
export IMPL_dieArea_sq_mm=0.07534
export IMPL_path_cells="clkdlybuf4s50_1 > nand4bb_2 > buf_4 > o22ai_1 > nor4_1 > nand2_1"
export IMPL_setup_violations=0
export IMPL_die_width_um=274.5
export IMPL_dr_wl_met2_um=45560
export IMPL_rsz0062_at_grt="false"
export IMPL_enable_flop_cells=960
export IMPL_powerDensity_mw_per_mm2=479.4
export IMPL_synth_stat_cells=1972
export IMPL_die_h_um=274.5
export IMPL_openroad_warnings=25
export IMPL_clkLatencyLatePin_ns=0.65
export IMPL_fin_util=0.5899
export IMPL_min_period_ns=3.730
export IMPL_num_vias=19120
export IMPL_routed_top_layer="met5"
export IMPL_stdcell_area_sq_mm=0.04318
export IMPL_hpwl_um=53530
export IMPL_holdWs_ns=0.6397
export IMPL_totalWireLength_um=93730
export IMPL_power_leakage_nw=14.94
export IMPL_cp_required_ns=4.66
export IMPL_synth_seq_share=0.7927
export IMPL_max_slew_margin=0.1338
export IMPL_path_clk_slew_ns=0.06
export IMPL_cp_top_family="simple AND/OR/NAND/NOR gates"
export IMPL_cts_buffers=98
export IMPL_io_pins=67
export IMPL_synthFlopType="edfxtp_1"
export IMPL_synth_distinct_cells=23
export IMPL_cts_buffer_depth=3
export IMPL_grt_pass1_vias=20010
export IMPL_syn_inst=1972
export IMPL_critPathLaunchType="primary input"
export IMPL_fp_util=0.5071
export IMPL_antenna_left=0
-- power by group --
group | switching, W | leakage, nW | internal, W
sequential | 0.0000591 | 8.90 | 0.0110
clock | 0.00357 | 1.57 | 0.00513
combinational | 0.000582 | 4.46 | 0.000374
-- metal layers --
metal | vias up | GRT usage
met1 | 9444 | 0.3864
met4 | 6 | 0.05833
met5 | - | 0.01091
li1 | 8409 | -
met3 | 162 | 0.1802
met2 | 1101 | 0.4246
-- synthesized netlist by cell type (2+ instances only) --
| library cell | instances | area (sq um) |
|---|---|---|
| buf_1 | 2 | 7.510 |
| buf_2 | 87 | 435.4 |
| clkbuf_1 | 20 | 75.07 |
| dfxtp_1 | 30 | 600.6 |
| edfxtp_1 | 960 | 28830 |
| mux2i_1 | 480 | 4805 |
| nand2_1 | 32 | 120.1 |
| nand3_1 | 2 | 10.01 |
| nand3b_1 | 4 | 30.03 |
| nand4b_1 | 4 | 35.03 |
| nand4bb_1 | 6 | 67.56 |
| nor2_1 | 29 | 108.9 |
| nor3_1 | 4 | 20.02 |
| nor4_1 | 60 | 375.4 |
| o22ai_1 | 240 | 1501 |
| or3b_2 | 3 | 26.28 |
| or4b_1 | 3 | 30.03 |
-- worst paths after layout --
kind	from	end	slack [ns]	cells after the start
hold reg to reg	mem[12][6]	data_out[6]	0.64	4
setup reg to reg	mem[3][10]	data_out[10]	1.97	4
hold / removal	mem[12][6]	data_out[6]	0.64	4
setup / recovery	ram_addr[4]	data_out[10]	0.47	6
-- cell type report --
class	count	share of cell area
multi-input cells	871	0.1722
clock inverters	56	0.01423
clock buffers	125	0.06032
flip-flops and latches	990	0.6815
well taps	959	0.02779
repair buffers	187	0.04398
-- sequential cells by signal, summed over array words and instances (netlist names) --
| signal | count |
|---|---|
| data_out | 30 |
| mem | 960 |
-- placed cells by master (no fill, tap or decap), drive strengths merged, types with 3 or more instances in the layout --
cell           netlist  final
edfxtp             960    960
clkinv               0     39
dfxtp               30     30
nor3                 4      4
buf                 90    122
nand4bb              6      6
mux2i              480    480
o22ai              240    240
nand2               32     32
clkdlybuf4s50        0     65
nor2                29     29
nand3b               4      4
or3b                 3      3
nor4                60     60
nand4b               4      4
clkbuf              21    125
inv                  0      3
bufinv               0     12
or4b                 4      4
-- cells by family after synthesis --
kind of cell / synth area share
DFF: 0.7927
AOI/OAI and AO/OA: 0.04045
muxes: 0.1294
buffers and inverters: 0.01429
and+or+nand+nor: 0.02309
-- worst reg2reg max path: stages (launching register included) --
cell and delay, ns:
edfxtp_1 0.36, mux2i_1 0.41, o22ai_1 0.14, nor4_1 0.99, nand2_1 0.14
-- metrics by stage --
step	TNS [ns]	total power, W	worst slack (ns)
floorplan	0	0.01167	0.005887
global placement	0	0.01221	0.01726
detailed placement	-0.06717	0.01222	-0.06717
CTS	0	0.02086	0.6154
global route	0	0.02129	0.4545
finish	0	0.02070	0.4701
Power figures rest on the tool's default switching activity, not on a simulated workload.
